$ cat ./config.mk
export PLATFORM = sky130hd
export DESIGN_NAME = ALU
export DESIGN_NICKNAME = ALU
export VERILOG_FILES = /design/flow/design.v
export SDC_FILE = /design/flow/constraint.sdc
export NUM_CORES = 4
export LEC_CHECK = 1
export CORE_UTILIZATION = 50
$ cat ./constraint.sdc
current_design ALU

set clk_period 16.3
set clk_io_pct 0.2

create_clock -name clk0 -period $clk_period

set non_clock_inputs [all_inputs -no_clocks]
set_input_delay [expr $clk_period * $clk_io_pct] -clock clk0 $non_clock_inputs
set_output_delay [expr $clk_period * $clk_io_pct] -clock clk0 [all_outputs]
$ cat ./design.v
parameter
   ZERO     = 32'd0,	 
	OPAND		= 5'd0,
	OPOR		= 5'd1,
	OPXOR		= 5'd2,
	OPADD		= 5'd3,
	OPSUB		= 5'd4,
	OPSLT		= 5'd5,
	OPSLTU	= 5'd6,
	OPSLL		= 5'd7,
	OPSRL		= 5'd8,
	OPSRA		= 5'd9,
	OPLUI		= 5'd10,
	OPMUL		= 5'd11,
	OPMULH	= 5'd12,
	OPMULHU	= 5'd13,
	OPMULHSU	= 5'd14,
	OPDIV		= 5'd15,
	OPDIVU	= 5'd16,
	OPREM		= 5'd17,
	OPREMU	= 5'd18,
	OPNULL	= 5'd31,  
	OPC_LOAD       	= 7'b0000011,
	OPC_OPIMM     		= 7'b0010011,
	OPC_STORE      	= 7'b0100011,
	OPC_RTYPE    		= 7'b0110011,
	OPC_BRANCH     	= 7'b1100011,
	OPC_JALR       	= 7'b1100111,
	OPC_JAL        	= 7'b1101111,
	FUNCT7_ADD			 = 7'b0000000,
   FUNCT7_SUB         = 7'b0100000,
	FUNCT7_SLT			 = 7'b0000000,
	FUNCT7_OR			 = 7'b0000000,
	FUNCT7_AND			 = 7'b0000000,
	FUNCT3_LW			= 3'b010,
	FUNCT3_SW			= 3'b010,	
	FUNCT3_ADD			= 3'b000,
	FUNCT3_SUB			= 3'b000,
	FUNCT3_SLT			= 3'b010,
	FUNCT3_OR			= 3'b110,
	FUNCT3_AND			= 3'b111,	
	FUNCT3_BEQ			= 3'b000,
	FUNCT3_JALR			= 3'b000,	
	TEXT_ADDRESS = 32'h0040_0000,
	DATA_ADDRESS = 32'h1001_0000,
	STACK_ADDRESS = 32'h1001_03FC;
module ALU (
	input 		 [4:0]  iControl,
	input signed [31:0] iA, 
	input signed [31:0] iB,
	output logic [31:0] oResult,
	output wire oZero  
	);
wire [63:0] mul, mulu, mulsu;
assign mul 	= $signed(iA) * $signed(iB);
assign mulu = $unsigned(iA) * $unsigned(iB);
assign mulsu= $signed(iA) * $unsigned(iB);
always @(*)
begin
    case (iControl)
		OPAND:
			oResult  <= iA & iB;
		OPOR:
			oResult  <= iA | iB;
		OPADD:
			oResult  <= iA + iB;
		OPSUB:
			oResult  <= iA - iB;
		OPSLT:
			oResult  <= iA < iB;
		OPNULL:
			oResult  <= ZERO;
		default:
			oResult  <= ZERO;
    endcase
end
assign oZero = (oResult == 32'd0);  
endmodule
$ cat ./run.sh
#!/bin/bash
# OpenROAD 26Q1-2900-gdf79404cd8, Yosys 0.63+post, stock flow scripts
make -C /OpenROAD-flow-scripts/flow DESIGN_CONFIG=/design/flow/config.mk WORK_HOME=/design/flow/orfs finish
==> impl_metrics.env <==
# flow metrics
export IMPL_outcome="completed"
export IMPL_cpPeakStageDelay_ns=0.67
export IMPL_cts_resized=0
export IMPL_fillCellCount=931
export IMPL_path_cells="clkdlybuf4s50_1 > buf_4 > nand3_1 > buf_4 > o22ai_1 > a221o_1 > or3_1 > or4_1 > or4_1 > or4b_1 > nor4_2 > nand4b_1 > nor4b_2 > clkdlybuf4s50_1"
export IMPL_yosysWarnings=1
export IMPL_grt_max_degree=36
export IMPL_power_per_cell_area_nw_per_um2=32.3
export IMPL_regArea_sq_um=0
export IMPL_die_h_microns=106
export IMPL_io_buffers=102
export IMPL_num_vias=6388
export IMPL_cts_setup_buffers=0
export IMPL_ys_seq_share_pct=0
export IMPL_routabilityCongestion=1.02
export IMPL_dpl_hpwl_mm=15.1
export IMPL_first_pass_iters=5
export IMPL_synth_cell_area_sq_um=5370
export IMPL_cp_arrival_ns=8.26
export IMPL_chipArea_sq_um=11200
export IMPL_maxSlewViolCount=0
export IMPL_drive_gt1_share_pct=3.71
export IMPL_min_period_ns=11.52
export IMPL_grt_pass1_vias=5803
export IMPL_grt_remaining_overflow=0
export IMPL_worst_pin_slew_ns=0.812
export IMPL_syn_inst=824
export IMPL_finalSetupViolCount=0
export IMPL_n_clock_buffer=0
export IMPL_logic_area_sq_um=4800
export IMPL_drv_cap=0
export IMPL_cts_hold_buf=0
export IMPL_layout_cells_most_common="clkdlybuf4s50_1"
export IMPL_seq_cells=0
export IMPL_layout_top_cells="102 x clkdlybuf4s50_1, 100 x inv_1, 98 x ha_1, 85 x nor2_1, 70 x a21oi_1"
export IMPL_fp_util_pct=51.8
export IMPL_crit_fanout=35
export IMPL_hold_depth=4
export IMPL_stdcell_area_sq_um=6450
export IMPL_critPathKind="input pin to output pin"
export IMPL_crit_family="simple AND/OR/NAND/NOR gates"
export IMPL_cp_slowest_cell="nand3_1"
export IMPL_syn_to_final_growth_pct=20.1
export IMPL_ys_area_sq_um=5370
export IMPL_ys_cells=824
export IMPL_fmax_ghz=0.0868
export IMPL_leakage_nw=2.94
export IMPL_finalPower_w=0.000208
export IMPL_hold_viol=0
export IMPL_setup_tns_final_ns=0
export IMPL_drc=0
export IMPL_required_ns=13.04
export IMPL_grt_usage_pct=33.3
export IMPL_postSynthAreaPerCell_sq_um=6.51
export IMPL_ant_nets=0
export IMPL_grt_setup_unrepaired="false"
export IMPL_io_pins=102
export IMPL_grt_pass1_wl_mm=29.7
export IMPL_synthDistinctLibCells=76
export IMPL_relSlewSlack_pct=45.7
export IMPL_ir_worst_vdd_mv=0.0177
export IMPL_finalCritPeriodShare_pct=70.7
export IMPL_place_area_sq_um=6440
export IMPL_crit_cells=14
export IMPL_min_path_type="input pin to output pin"
export IMPL_viasPerCell=6.22
export IMPL_warning_count=99
export IMPL_avgRoutedWirePerCell_microns=18.1
export IMPL_rows=37
export IMPL_die_width_microns=106
export IMPL_drt_iter0_drc=476
export IMPL_drt_wl_total_mm=18.6
export IMPL_core_area_sq_um=10400
export IMPL_endpoint_kind="output pin"
export IMPL_antenna_found_initial=1
export IMPL_hold_ws_ns=7.77
export IMPL_critical_path_startpoint_type="input pin"
export IMPL_critPathBufInv=4
[synth_stat cells, drive strengths merged, types with 6 or more instances]
cell	instances	area (sq um)
xnor2	6	52.6
nor3	12	60.1
a211oi	13	97.6
ha	98	1230
or3	7	43.8
o221ai	8	70.1
nor2	86	330
a21o	10	76.3
inv	100	375
o31ai	9	67.6
a31oi	13	81.3
a21oi	70	350
a221o	7	71.3
o22ai	8	50.1
clkbuf	34	128
and3	9	57.6
nand2	62	235
o21bai	9	67.6
nand4	8	50.1
nor4	10	68.8
nand3	19	95.1
buf	12	70.1
o21ai	57	285
nor2b	10	62.6
a221oi	11	103
a211o	6	52.6
o211ai	12	90.1
mux2i	13	130
nand2b	12	75.1
a21boi	8	60.1
[layer usage]
metal,routed length (microns),up-vias,GRT usage (%)
li1,-,3142,-
met2,7860,390,51.5
met3,1880,29,4.73
met4,402,0,6.85
met5,0,-,0
met1,8410,2827,49.2
[report_power, final]
group	internal, W	leakage (nW)	switching (W)	total [W]
Clock	0.0000000000105	0.00000365	0	0.0000000000105
Combinational	0.0000891	2.94	0.000119	0.000208
Sequential	0	0	0	0
[worst paths after layout]
kind | slack [ns] | to | from
setup / recovery | 4.78 | oZero | iControl[0]
hold / removal | 7.77 | oResult[0] | iControl[2]
[through the flow]
step | setup slack, ns | cells | util (%)
3_3_place_gp | 4.85 | 1026 | 62.1
2_1_floorplan | 6.49 | 824 | -
5_1_grt | 4.57 | 1026 | 62.1
6_report | 4.78 | 1027 | 62.2
4_1_cts | 4.82 | 1026 | 62.1
3_5_place_dp | 4.84 | 1026 | 62.1
[cell type report]
type                       instances  area share (%)
antenna                            1          0.0388
inverter                         100            5.82
timing repair buffer             112            17.0
tap                              136            2.64
multi-input combinational        678            74.5
[cells by family after synthesis]
kind of cell / synth area share (%)
adders and majority gates: 23.6
muxes: 2.63
and+or+nand+nor: 24.3
buffers and inverters: 10.7
xor gates and xnor gates: 1.31
AOI/OAI and AO/OA: 37.5
Power figures rest on the tool's default switching activity, not on a simulated workload.
